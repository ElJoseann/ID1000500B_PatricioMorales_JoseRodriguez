<file path="./config.mk">
export PLATFORM = sky130hd
export DESIGN_NAME = convolution_coprocessor_mult
export DESIGN_NICKNAME = convolution_coprocessor_mult
export VERILOG_FILES = /design/flow/design.v
export SDC_FILE = /design/flow/constraint.sdc
export NUM_CORES = 4
export LEC_CHECK = 1
export CORE_UTILIZATION = 40
</file>
<file path="./constraint.sdc">
current_design convolution_coprocessor_mult

set clk_period 24.8
set clk_io_pct 0.2

create_clock -name clk0 -period $clk_period

set non_clock_inputs [all_inputs -no_clocks]
set_input_delay [expr $clk_period * $clk_io_pct] -clock clk0 $non_clock_inputs
set_output_delay [expr $clk_period * $clk_io_pct] -clock clk0 [all_outputs]
</file>
<file path="./design.v">
`timescale 1ns / 1ps
module convolution_coprocessor_mult
#(
   parameter DATA_WIDTH = 22)
(
    input  [DATA_WIDTH-1 : 0] re_A,
	input  [DATA_WIDTH-1 : 0] re_B,
    output [(DATA_WIDTH*2)-1 : 0] re_out
);
	reg unsigned [DATA_WIDTH -1: 0] temp_RA;
	reg unsigned [DATA_WIDTH -1: 0] temp_RB;
	wire unsigned [(DATA_WIDTH*2)-1: 0] temp_RE;
	always@(re_A, re_B)
	begin
		temp_RA = re_A;
		temp_RB = re_B;
	end 
	assign temp_RE = temp_RA * temp_RB;
	assign re_out = temp_RE;
endmodule 
</file>
<file path="./run.sh">
#!/bin/bash
# OpenROAD 26Q1-2900-gdf79404cd8, Yosys 0.63+post, stock flow scripts
make -C /OpenROAD-flow-scripts/flow DESIGN_CONFIG=/design/flow/config.mk WORK_HOME=/design/flow/orfs finish
</file>
==> CHANGELOG.md <==
### Metrics

- Outcome: finished, final reports clean
- Max cap viols: 0
- CP arrival: 12300 ps
- Worst Path Max Fanout: 22
- FP Core Util: 0.408
- Share of cells above drive strength 1: 0.0354
- Post-Route WL: 40400 um
- Die Area: 40500 um^2
- Hold WS: 11090 ps
- Io pins: 88
- Final ANT Viol Nets: 0
- Mapped Area: 15900 um^2
- Pin count of the biggest net entering global routing: 23
- Most numerous logic cell after layout: fa_1
- Vias: 11700
- Setup violations, final: 0
- Area growth from synthesis to layout: 9.29%
- Number of clock buffers in the layout: 0
- Worst EP required: 19840 ps
- Top cells excl fill/tap: fa_1, inv_1, nand2_1
- Final core utilization: 0.446
- Period utilization: 0.696
- Postcts setup bufs: 0
- Seq Cell Count: 0
- Diode count: 0
- Vias per cell: 5.03
- Yosys stat area: 15900 um^2
- Fmax achieved: 58.0 MHz
- Port bufs: 88
- Worst-margin pin slew: 608 ps
- Yosys cell count: 1774
- Mapped Avg Cell Area: 8.95 um^2
- Crit start category: input port
- Top cells by area: fa_1, ha_1, and2_1
- Placeable Area: 38900 um^2
- Final Max Tran Viols: 0
- Unique cell types: 61
- Register area: 0 um^2
- RSZ-0062 raised after global routing: false
- First-pass GRT wire length: 66000 um
- DP Wirelength: 32400 um
- Sequential area share after synthesis: 0
- First-pass DRT Iterations: 5
- Starting DRT DRC Count: 493
- Grt ovf: 0
- DIE WIDTH: 201 um
- Yosys top cell by area: fa_1
- DR DRC count: 0
- DR WL/cell: 17.4 um
- Pre-CTS setup slack: 7570 ps
- Fin. Hold Viols: 0
- Vias in the first global route: 12500
- Post-layout minimum cycle time: 17260 ps
- Core Rows: 72
- Dominant cell area share: 0.501
- Slew HR: 0.591
- GP Congestion: 0.945
- Total track usage: 0.222
- CP Capture Type: output port
- Worst hold path type: in2out
- Post-synthesis cell count: 1774
- TNS Setup: 0 ps
- Post-CTS Hold Buffers: 0
- Initial antenna violation count: 0
- Post-cts resize count: 0
- Synthesis Warnings: 1
- Final worst slack: 7540 ps
- Die height: 201 um
- Setup CP Type: in2out
- Tool warnings: 32
==> cells in the mapped netlist, drive strengths merged (3+ instances only) <==
cell type	number
and2	225
ha	159
o21bai	6
a21oi	43
clkbuf	98
nor3	8
nor2	13
a21o	24
o31ai	5
xor2	14
o21ai	18
inv	372
a21boi	3
nand3	12
xnor2	24
nand4	9
a211oi	4
nor2b	3
a31oi	5
o21a	4
nand2	291
and3	6
fa	397
==> metrics by stage <==
stage	instance area [um^2]	instances
2_1_floorplan	15900	1774
6_report	17300	2324
5_1_grt	17300	2324
3_5_place_dp	17300	2324
3_3_place_gp	17300	2324
4_1_cts	17300	2324
==> layout make-up <==
cell class | instances | area (um^2)
inverter | 372 | 1400
fill | 3811 | 21600
timing repair buffer | 132 | 1210
multi-input combinational | 1302 | 14100
tap | 518 | 648
==> critical path, stage by stage <==
cell,delay [ps]
clkdlybuf4s50_1,470
buf_4,280
nand2_1,130
fa_1,570
fa_1,450
fa_1,550
inv_1,50
fa_1,510
inv_1,60
fa_1,530
inv_1,50
fa_1,480
fa_1,430
ha_1,400
nand2_1,140
nor2_4,180
o311ai_2,160
a2111oi_4,540
o311ai_4,170
a21oi_2,310
nor4_1,80
a311oi_1,280
clkdlybuf4s50_1,510
==> metal layers <==
layer / up-vias / track usage / share of wire
met4: 0 / 0.0395 / 0.022
met1: 5952 / 0.305 / 0.40
met3: 45 / 0.0577 / 0.066
met2: 364 / 0.371 / 0.51
met5: - / 0.00595 / 0
li1: 5326 / - / -
==> kinds of logic (layout without fill, tap and decap cells) <==
group	Yosys count	after routing	synth area share
AND-OR/OR-AND	132	132	0.0614
XOR/XNOR	38	38	0.0210
adder cells (fa/ha/maj)	556	556	0.626
buffers and inverters	472	504	0.112
AND/OR/NAND/NOR	576	576	0.179
==> path summary, 6_finish.rpt <==
check / slack [ps] / endpoint / from / cells after the start
setup / recovery: 7540 / re_out[38] / re_A[13] / 23
hold / removal: 11090 / re_out[0] / re_A[0] / 4
