==> flow/design.v <==
`timescale 1ns / 1ps
module convolution_coprocessor_substractor
#(
   parameter DATA_WIDTH = 22)
(
    input  [DATA_WIDTH-1 : 0] re_A,
	input  [DATA_WIDTH-1 : 0] re_B,
    output [DATA_WIDTH-1 : 0] re_out
);
	reg signed [DATA_WIDTH -1: 0] temp_RA;
	reg signed [DATA_WIDTH -1: 0] temp_RB;
	wire signed [DATA_WIDTH-1: 0] temp_RE;
	always@(re_A, re_B)
	begin
		temp_RA = re_A;
		temp_RB = re_B;
	end 
	assign temp_RE = temp_RA - temp_RB;
	assign re_out = temp_RE;
endmodule
==> flow/run.sh <==
#!/bin/bash
# OpenROAD 26Q1-2900-gdf79404cd8, Yosys 0.63+post, stock flow scripts
make -C /OpenROAD-flow-scripts/flow DESIGN_CONFIG=/design/flow/config.mk WORK_HOME=/design/flow/orfs finish
==> flow/config.mk <==
export PLATFORM = sky130hd
export DESIGN_NAME = convolution_coprocessor_substractor
export DESIGN_NICKNAME = convolution_coprocessor_substractor
export VERILOG_FILES = /design/flow/design.v
export SDC_FILE = /design/flow/constraint.sdc
export NUM_CORES = 4
export LEC_CHECK = 1
export CORE_AREA = 10 10 83 83
export DIE_AREA = 0 0 93 93
==> flow/constraint.sdc <==
current_design convolution_coprocessor_substractor

set clk_period 11.1
set clk_io_pct 0.2

create_clock -name clk0 -period $clk_period

set non_clock_inputs [all_inputs -no_clocks]
set_input_delay [expr $clk_period * $clk_io_pct] -clock clk0 $non_clock_inputs
set_output_delay [expr $clk_period * $clk_io_pct] -clock clk0 [all_outputs]
==> results.cfg <==
; physical design summary
[synth]
synth_area_um2 = 1242
yosys.area.top_type = ha_1
synth.top_cell.area_share_pct = 21.15
area_leaders = ha_1, a21oi_1, inv_1
avgSynthCellArea_um2 = 6.827
yosys_area_um2 = 1242
ys_seq_share_pct = 0
ys_cells = 182
synthDistinctLibCells = 40
synthCells = 182
yosys_warnings = 1

[global_routing]
met1_usage_pct = 13.68
grt_remaining_overflow = 0
grt_busiest_layer = met2
grt_pass1_vias = 1408
grtUsageTotal_pct = 9.059
met2_usage_pct = 13.84
grt_pass1_wl_um = 6734
antenna_found_initial = 0
grt_max_degree = 9
met3_usage_pct = 1.616

[cells_and_area]
fillCellCount = 577
drive_above_1_share_pct = 2.083
syn2layout_area_growth_pct = 57.00
lay_top_count = clkdlybuf4s50_1
seq_cells = 0
final_cell_mix = clkdlybuf4s50_1, inv_1, a21oi_1, ha_1, nand2_1
final_cell_area_um2 = 1951
nClkBuffers = 0
seq_area_um2 = 0

[floorplanning]
fp.coreArea_um2 = 5140
die_h_um = 93
fp_util_pct = 24.17
ioPinCount = 66
rows = 26
die-width_um = 93
die_area_um2 = 8649

[worst_setup_path]
worstPathRequired_ns = 8.88
path_cells = clkdlybuf4s50_1 -> ha_1 -> inv_1 -> fa_1 -> a211o_1 -> a21oi_1 -> a211oi_1 -> a41oi_1 -> o21ai_1 -> xor2_1 -> clkdlybuf4s50_1
crit_path_top_delay_cell = clkdlybuf4s50_1
crit_type = in -> out
cp-end-kind = output port
crit_path_frequent_cell = clkdlybuf4s50_1
arrival_ns = 5.12
slowest_delay_ns = 0.48
cp-start-kind = input port
path_max_fanout = 3

[clocking]
cts_setup_buffers = 0
ctsResizeCount = 0
ctsHoldBuffers = 0

[routing]
routedWlPerCell_um = 12.71
drt_iter0_drc = 46
drc = 0
num_vias = 1411
antenna_cells = 0
first_pass_iters = 4
viasPerCell = 4.552
wirelength_um = 3940
ant_nets = 0

[worst_hold_path]
hold_class = in -> out

[placed_design]
hpwl_um = 3500
port_buffers = 66
dpl_cell_area_um2 = 1951
place_congestion = 0.8439

[timing]
slew_headroom_pct = 68.56
period_used_pct = 66.09
fmax_mhz = 136.3
finalHoldViolations = 0
tns_ns = 0
setup_viol = 0
fin_crit_ns = 7.336
worst_slew_pin_slew_ns = 0.4667
slew_violations = 0
rsz0062_at_grt = false

[outcome]
status = completed

[power_and_ir_drop]
p_leak_nw = 0.8436
vdd_drop_max_mv = 0.01825
power_density_nw_per_um2 = 61.63

[run]
cap_viol_max_count = 0
warnings = 32
## worst max-delay path: cells and delay by family
family	cells	cell delay, ns
compound gates	5	1.21
buf+inv	3	0.98
fa+ha+maj	2	0.56
xor+xnor	1	0.13
## cell type report
class              instances  area (µm²)  area share [%]
well taps                 70       87.58           4.490
inverters                 23       86.33           4.426
multi-input cells        151        1116           57.22
repair buffers            66       660.6           33.87
## per-stage QoR
stage          hold WS (ns)  power, mW  util (%)  setup WS (ns)  instances
4_1_cts               5.444     0.1227     37.95          3.760        310
3_5_place_dp          5.444     0.1221     37.95          3.763        310
2_1_floorplan         4.551    0.05965         -          4.895        182
6_report              5.432     0.1202     37.95          3.764        310
5_1_grt               5.491     0.1340     37.95          3.627        310
3_3_place_gp          5.442     0.1218     37.95          3.818        310
## synth_stat cells (all sizes together) (2+ instances only)
cell,count
inv,23
a21oi,22
ha,21
nand2,13
nor2,12
o21ai,10
xnor2,9
xor2,9
a21o,8
clkbuf,6
a31oi,5
nand4,5
nor2b,5
o21a,5
a211oi,3
nand3,3
a311oi,2
buf,2
nor3,2
o2111ai,2
o211ai,2
## worst paths after layout
path / startpoint / to / slack (ns) / cells after the start
setup / recovery: re_B[0] / re_out[14] / 3.76 / 11
hold / removal: re_A[0] / re_out[0] / 5.43 / 5
## per-layer routing
metal,part of all wire (%),vias to the layer above
met2,43,35
met1,52,600
li1,-,776
met5,0,-
met4,0,0
met3,5.2,0
## power breakdown
group	switching, mW	total [mW]	internal [mW]
Sequential	0	0	0
Clock	0	0	0
Combinational	0.0482	0.120	0.0720
Total	0.0482	0.120	0.0720
## logic make-up (layout without fill, tap and decap cells)
kind of cell	count (synthesis)	in the layout	share of synthesized area, %
compound gates	68	68	37.97
mux	1	1	0.8057
fa+ha+maj	22	22	22.76
buf+inv	31	89	10.17
xor+xnor	18	18	12.69
simple gates	42	42	15.61
Power is estimated from default activity; no workload was simulated.
